`config.mk`:
```
export PLATFORM = sky130hd
export DESIGN_NAME = top
export DESIGN_NICKNAME = top
export VERILOG_FILES = /design/flow/design.v
export SDC_FILE = /design/flow/constraint.sdc
export NUM_CORES = 4
export LEC_CHECK = 1
export CORE_UTILIZATION = 50
```
`constraint.sdc`:
```
current_design top

set clk_period 12.8
set clk_io_pct 0.2

create_clock -name clk0 -period $clk_period [get_ports {clk}]

set non_clock_inputs [all_inputs -no_clocks]
set_input_delay [expr $clk_period * $clk_io_pct] -clock clk0 $non_clock_inputs
set_output_delay [expr $clk_period * $clk_io_pct] -clock clk0 [all_outputs]
```
`design.v`:
```
`timescale 1ns/1ps
module display_driver(
    input wire clk,
    input wire rst,
    input wire [31:0] nibbles,  
    output reg [7:0] an,
    output wire [6:0] seg
);
reg [2:0] digit_idx;
reg [15:0] refresh_cnt;
reg [3:0] nibble;
always @(posedge clk) begin
    if (rst) begin
        refresh_cnt <= 0;
        digit_idx <= 0;
    end else begin
        refresh_cnt <= refresh_cnt + 1;
        if (refresh_cnt == 16'hFFFF)
            digit_idx <= digit_idx + 1;
    end
end
always @(*) begin
    case(digit_idx)
        3'd0: nibble = nibbles[3:0];
        3'd1: nibble = nibbles[7:4];
        3'd2: nibble = nibbles[11:8];
        3'd3: nibble = nibbles[15:12];
        3'd4: nibble = nibbles[19:16];
        3'd5: nibble = nibbles[23:20];
        3'd6: nibble = nibbles[27:24];
        3'd7: nibble = nibbles[31:28];
        default: nibble = 4'h0;
    endcase
end
always @(*) begin
    an = 8'b1111_1111;
    case(digit_idx)
        3'd0: an = 8'b1111_1110;
        3'd1: an = 8'b1111_1101;
        3'd2: an = 8'b1111_1011;
        3'd3: an = 8'b1111_0111;
        3'd4: an = 8'b1110_1111;
        3'd5: an = 8'b1101_1111;
        3'd6: an = 8'b1011_1111;
        3'd7: an = 8'b0111_1111;
    endcase
end
hex_to_7seg u_hex2seg(.hex(nibble), .seg(seg));
endmodule
module hex_to_7seg (
    input  wire [3:0] hex,
    output reg  [6:0] seg   
);
always @(*) begin
    case (hex)
        4'h0: seg = 7'b0000001;
        4'h1: seg = 7'b1001111;
        4'h2: seg = 7'b0010010;
        4'h3: seg = 7'b0000110;
        4'h4: seg = 7'b1001100;
        4'h5: seg = 7'b0100100;
        4'h6: seg = 7'b0100000;
        4'h7: seg = 7'b0001111;
        4'h8: seg = 7'b0000000;
        4'h9: seg = 7'b0000100;
        4'hA: seg = 7'b0001000;
        4'hB: seg = 7'b1100000;
        4'hC: seg = 7'b0110001;
        4'hD: seg = 7'b1000010;
        4'hE: seg = 7'b0110000;
        4'hF: seg = 7'b0111000;
        default: seg = 7'b1111111;
    endcase
end
endmodule
`timescale 1ns/1ps
module rsa_core #(
    parameter WIDTH = 16
)(
    input  wire clk,
    input  wire rst,
    input  wire start,
    input  wire [WIDTH-1:0] m_in,
    input  wire [WIDTH-1:0] e_in,
    input  wire [WIDTH-1:0] n_in,
    output reg  [WIDTH-1:0] out,
    output reg busy,
    output reg done
);
reg [WIDTH-1:0] base;
reg [WIDTH-1:0] exp;
reg [2*WIDTH-1:0] prod;
reg [WIDTH-1:0] result;
reg [1:0] state;
localparam IDLE=0, RUN=1, FIN=2;
always @(posedge clk) begin
    if (rst) begin
        state <= IDLE;
        busy <= 0;
        done <= 0;
        out <= 0;
    end else begin
        case(state)
            IDLE: begin
                done <= 0;
                busy <= 0;
                if (start) begin
                    base <= m_in % n_in;
                    exp <= e_in;
                    result <= 1 % n_in;
                    busy <= 1;
                    state <= RUN;
                end
            end
            RUN: begin
                if (exp == 0) begin
                    out <= result;
                    busy <= 0;
                    done <= 1;
                    state <= FIN;
                end else begin
                    if (exp[0])
                        result <= (result * base) % n_in;
                    base <= (base * base) % n_in;
                    exp <= exp >> 1;
                end
            end
            FIN: begin
                if (!start)
                    state <= IDLE;
            end
        endcase
    end
end
endmodule
`timescale 1ns/1ps
module top (
    input  wire clk,
    input  wire rst,
    input  wire sw0,  
    input  wire sw1,  
    output wire [7:0] an,
    output wire [6:0] seg
);
wire [63:0] m_full;
wire [15:0] m_last4;
wire [15:0] c;
wire [15:0] m_dec;
wifi_key_rom rom_inst(
    .m_out(m_full)
);
assign m_last4 = m_full[15:0];
wire enc_busy, enc_done;
wire dec_busy, dec_done;
rsa_core #(.WIDTH(16)) rsa_enc (
    .clk(clk),
    .rst(rst),
    .start(1'b1),
    .m_in(m_last4),           
    .e_in(16'd7),             
    .n_in(16'd17947),         
    .out(c),
    .busy(enc_busy),
    .done(enc_done)
);
rsa_core #(.WIDTH(16)) rsa_dec (
    .clk(clk),
    .rst(rst),
    .start(enc_done),
    .m_in(c),
    .e_in(16'd10103),         
    .n_in(16'd17947),         
    .out(m_dec),
    .busy(dec_busy),
    .done(dec_done)
);
wire [3:0] n0 = m_last4[3:0];        
wire [3:0] n1 = m_last4[7:4];
wire [3:0] n2 = m_last4[11:8];
wire [3:0] n3 = m_last4[15:12];      
wire [3:0] n4 = sw0 ? c[3:0]  : 4'h0;   
wire [3:0] n5 = sw0 ? c[7:4]  : 4'h0;   
wire [3:0] n6 = sw1 ? m_dec[3:0] : 4'h0;  
wire [3:0] n7 = sw1 ? m_dec[7:4] : 4'h0;  
wire [31:0] display_val = {n3,n2,n1,n0,n5,n4,n7,n6};  
display_driver disp (
    .clk(clk),
    .rst(rst),
    .nibbles(display_val),
    .an(an),
    .seg(seg)
);
endmodule
module wifi_key_rom (
    output wire [63:0] m_out
);
    localparam [63:0] M_CONST = 64'h7269736869743135;
    assign m_out = M_CONST;
endmodule
```
`run.sh`:
```
#!/bin/bash
# OpenROAD 26Q1-2900-gdf79404cd8, Yosys 0.63+post, stock flow scripts
make -C /OpenROAD-flow-scripts/flow DESIGN_CONFIG=/design/flow/config.mk WORK_HOME=/design/flow/orfs finish
```
==> results.rst <==
Flow metrics
------------

.. list-table::
   :header-rows: 1

   * - Metric
     - Value
   * - Initial DRC count
     - between 900 and 1000
   * - Largest delay contributor family on the critical path
     - adder cells
   * - Core Area
     - 47600 µm²
   * - Average detailed-routed wire length per instance
     - 16.0 µm
   * - DR DRC count
     - 0
   * - Top logic cells by instance count in the layout
     - sky130_fd_sc_hd__inv_1, sky130_fd_sc_hd__nand2_1, sky130_fd_sc_hd__fa_1
   * - Maximum cell stage delay along the critical path
     - around 0.70 ns
   * - Sequential element share of the synthesized area
     - 14.8%
   * - Post-Route Skew
     - 0.00968 ns
   * - Number of instances in the synthesized netlist
     - 2837
   * - Core Rows
     - roughly 80
   * - Clock tree from TritonCTS
     - yes
   * - Synthesized cell area
     - between 20000 and 25000 µm²
   * - Buffer-and-inverter tally for the worst setup path
     - 5
   * - TritonCTS Sinks
     - 138
   * - H-tree depth
     - 4
   * - Crit path DAT
     - approximately 9.6 ns
   * - Maximum number of pins on one net before global-route repair
     - 54
   * - Share of the core filled by cells before placement
     - about half
   * - Pre-CTS setup slack
     - ~3.5 ns
   * - Average via count per standard cell
     - 5.35
   * - Worst min-delay path class
     - reg2reg
   * - First-pass GRT wire length
     - approximately 94000 µm
   * - Kind of end point of the critical path
     - flip-flop
   * - Met1 Track Usage GR
     - around two fifths
   * - Met3 track utilization from global routing
     - about 6.4%
   * - Synth top area share
     - around a quarter
   * - Worst-Margin Slew
     - 0.855 ns
   * - Total GRT Usage
     - 25.1%
   * - Width of the die
     - 222 µm
   * - Ranking of synthesized cells by area
     - sky130_fd_sc_hd__fa_1, sky130_fd_sc_hd__ha_1, sky130_fd_sc_hd__edfxtp_1
   * - Yosys top cell by area
     - sky130_fd_sc_hd__fa_1
   * - Count of library flops with an enable pin
     - between 80 and 90
   * - Post-CTS Setup Repair Bufs
     - 0
   * - Placed cells
     - between 3000 and 4000
   * - Ant diodes
     - 0
   * - Share of synthesized registers carrying an async set or reset
     - 0%
   * - Slowest-stage cell, CP
     - sky130_fd_sc_hd__edfxtp_1
   * - Clock input transition at the sequential cells of the worst setup and hold paths
     - 0.07 ns
   * - Die area
     - 49100 µm²
   * - Final total negative setup slack
     - 0 ns
   * - Tool warnings
     - 35
   * - Area growth from synthesis to final layout
     - 5.54%
   * - Number of failing setup endpoints in the final timing report
     - 0
   * - Standard cell area after detailed placement
     - between 20000 and 25000 µm²
   * - Startpoint-to-endpoint class of the critical path
     - reg2reg
   * - Top flip-flop cell by instance count after synthesis
     - sky130_fd_sc_hd__edfxtp_1
   * - Slew margin rel.
     - a little over two fifths
   * - Commonest non-fill, non-tap cell in the layout
     - sky130_fd_sc_hd__inv_1
   * - Share of cells above drive strength 1
     - 4.05%
   * - Number of vias after detailed routing
     - 18300
   * - Count of cells resized by post-cts repair
     - 0
   * - Post-detail-place hpwl
     - 42800 µm
   * - Maximum clock path buffer count
     - 2
   * - Flip-flop and latch count after synthesis
     - 138
   * - Syn avg cell area
     - 8.49 µm²
   * - DRT Wirelength
     - between 50000 and 60000 µm
   * - Min Clock Period, post-route
     - 9.37 ns
   * - Final hold vios
     - 0
   * - Final non-filler cell area
     - approximately 25000 µm²
   * - Yosys warnings
     - 3
   * - Initial antenna violation count
     - 0
   * - Number of global-route vias before repair
     - between 15000 and 20000
   * - Area of the synthesized netlist per yosys stat
     - around 24000 µm²
   * - CTS Root Buffer Type
     - sky130_fd_sc_hd__clkbuf_16
   * - DRT Pass-1 Iters
     - 8
   * - Placer congestion estimate
     - 0.919
   * - Final instance count without filler cells
     - 3428
   * - Hold_buf cts
     - 0
   * - Total of max-cap violations
     - 0
   * - Unrepaired setup endpoints after global routing
     - false
   * - Highest clock frequency the design can meet
     - 107 MHz
   * - Setup slack of the critical path after layout
     - 3.43 ns
   * - Final-report max-slew violation count
     - 0
   * - Post-route clock period utilization
     - 73.2%
   * - Crit path max fanout
     - 20
   * - Die Height
     - 222 µm
   * - Global routing usage on met2
     - 38.2%
   * - Global-route congestion overflow total
     - 0
   * - IO Count
     - 19
   * - Distinct cell type count after synthesis
     - 97
   * - Outcome
     - complete, no violations
   * - PortBufs
     - 18
   * - Yosys stat cell total
     - 2837
   * - Data required time at the worst endpoint
     - 12.98 ns
   * - Busiest layer in global routing
     - met1
   * - Number of clock buffers inserted by TritonCTS
     - 17
   * - Number of antenna-violating nets in the routed design
     - 0
   * - Clock insertion delay at the later pin of the skew report
     - approximately 0.42 ns
   * - Kind of launch point of the worst setup path
     - flip-flop
-- area by class of cell --
class / count / area [µm²]
clock inverters: 15 / 154
repair buffers: 51 / 423
clock buffers: 17 / 425
inverters: 500 / 1880
multi-input cells: 2092 / 18200
well taps: 615 / 769
fillers: 4371 / 22200
flip-flops and latches: 138 / 3570
-- through the flow --
step | hold slack [ns] | utilization [%]
finish | 0.441 | 53.4
global route | 0.468 | 53.4
CTS | 0.441 | 53.4
detailed placement | 0.432 | 52.1
global placement | 0.423 | 52.1
floorplan | 0.413 | -
-- routing by layer --
layer / routed length (µm) / part of all wire [%]
met2: 25000 / 46
met1: 24900 / 46
met5: 0 / 0
met4: 1110 / 2.0
met3: 3670 / 6.7
-- cells in the mapped netlist, drive strengths merged, types with 19 or more instances --
master / count
inv: 499
nand2: 358
fa: 298
ha: 209
and2: 188
nor2: 164
xnor2: 144
a21oi: 89
clkbuf: 87
edfxtp: 81
o21ai: 69
xor2: 65
dfxtp: 57
nand3: 42
nor3: 39
mux2i: 26
o21a: 26
nand2b: 24
a21o: 23
or3: 22
a31oi: 21
a211oi: 20
buf: 20
o31ai: 20
nor2b: 19
-- sequential cells by signal (all words and copies together), names as in the netlist, 2 cells and up --
signal and flops:
rsa_enc.state 2, rsa_dec.out 8, disp.refresh_cnt 16, rsa_dec.exp 14
rsa_enc.exp 3, rsa_enc.result 16, rsa_enc.out 16, an 8
disp.digit_idx 3, rsa_enc.base 16, rsa_dec.result 16, rsa_dec.base 16
rsa_dec.state 3
-- cells by family after synthesis --
family,share of synthesized area [%]
AOI/OAI and AO/OA,11.1
DFF,14.8
xor gates and xnor gates,7.88
and+or+nand+nor,19.7
adders and majority gates,35.6
muxes,1.27
buffers and inverters,9.63
-- final timing paths --
kind                            slack, ns  cells after the start                   to                 from
worst max-delay path                 3.43                     28    rsa_enc.result[6]      rsa_enc.base[6]
worst min register to register       0.44                      1  disp.refresh_cnt[0]  disp.refresh_cnt[0]
worst max register to register       3.43                     28    rsa_enc.result[6]      rsa_enc.base[6]
worst min-delay path                 0.44                      1  disp.refresh_cnt[0]  disp.refresh_cnt[0]
