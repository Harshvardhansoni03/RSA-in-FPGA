### flow/config.mk
export PLATFORM = sky130hd
export DESIGN_NAME = bin2bcd
export DESIGN_NICKNAME = bin2bcd
export VERILOG_FILES = /design/flow/design.v
export SDC_FILE = /design/flow/constraint.sdc
export NUM_CORES = 4
export LEC_CHECK = 1
export CORE_AREA = 10 10 70 70
export DIE_AREA = 0 0 80 80
### flow/constraint.sdc
current_design bin2bcd

set clk_period 5.3
set clk_io_pct 0.2

create_clock -name clk0 -period $clk_period

set non_clock_inputs [all_inputs -no_clocks]
set_input_delay [expr $clk_period * $clk_io_pct] -clock clk0 $non_clock_inputs
set_output_delay [expr $clk_period * $clk_io_pct] -clock clk0 [all_outputs]
### flow/design.v
module bin2bcd(
    input  wire [7:0] binary,
    output reg  [3:0] tens,
    output reg  [3:0] ones
);
    integer i;
    reg [7:0] temp;
    always @(*) begin
        temp = binary;
        tens = 0;
        ones = 0;
        for (i=7; i>=0; i=i-1) begin
            if (tens >= 5) tens = tens + 3;
            if (ones >= 5) ones = ones + 3;
            {tens, ones} = {tens, ones} << 1;
            ones[0] = temp[i];
        end
    end
endmodule
### flow/run.sh
#!/bin/bash
# OpenROAD 26Q1-2900-gdf79404cd8, Yosys 0.63+post, stock flow scripts
make -C /OpenROAD-flow-scripts/flow DESIGN_CONFIG=/design/flow/config.mk WORK_HOME=/design/flow/orfs finish
==> qor.csv <==
metric;value;unit
p_sw;181;µW
fmax;0.168;GHz
cpLargestDelayFamily;AND-OR/OR-AND gates;
syn-cell-area;1030;µm²
crit_buf_inv;5;
die_w;80;µm
switching_share;41.4;%
worst_pin_slew;576;ps
grt_pass1_vias;1222;
design_area;1900;µm²
drc;0;
ir_worst_vdd;0.0665;mV
setup_viol;4;
worstHoldStart;binary[0];
rows;21;
detail_route.wirelength;2990;µm
wl_met2;1460;µm
intPower;257;µW
io_pins;16;
p_total;438;µW
via_per_inst;5.15;
syn_inst;136;
ys_cells;136;
hpwl;2280;µm
p_per_area;230;nW/µm²
insertedDiodeCount;0;
wl_met3;147;µm
drt-met1-wl;1350;µm
outcome;finished with violations;
clkbuf_count;0;
min_to;ones[0];
area_delta_synth_final;83.8;%
min_path_type;input port to output port;
crit_path_start;binary[6];
slowest_stage;or3_4;
hold_depth;0;
dr.pass1.iters;4;
place.gp.congestion;0.874;
combPwrFrac;100.0;%
ys_seq_share;0;%
rsz0062_at_grt;true;
vias;1297;
start_kind;input port;
cp_max_fo;3;
violations;setup timing;
grt.total_usage;9.19;%
overflow;0;
pwr-share-clk;0;%
cpPeakStageDelay;350;ps
crit_path_end_kind;output port;
arrival;4880;ps
die_area;6400;µm²
fin_ws;-645;ps
ys_warn_count;1;
grt_max_degree;12;
postRouteAntennaNets;0;
coreArea;3420;µm²
ff_count;0;
post-route-min-period;5940;ps
finalHoldViolCount;0;
fp_util;30.3;%
ys_types;51;
port-buffer-count;14;
top_layer_used;met4;
yosys_area;1030;µm²
layout-drive-gt1-share;54.9;%
crit_type;input port to output port;
p_seq_share;0;%
tool_warnings;40;
postCtsHoldBufs;0;
slew_violations;0;
dieHeight;80;µm
critical_path_required;4240;ps
final_util;55.7;%
place_area;1720;µm²
slew_headroom;61.1;%
drt_iter0_drc;67;
timing.final.crit_share;112;%
synth_area_per_cell;7.61;µm²
p_leak;0.000841;µW
ff_latch_area;0;µm²
crit_path_cell_trace;buf_8 -> inv_6 -> ha_4 -> o21ai_4 -> xnor2_2 -> ha_2 -> nand2b_4 -> a32oi_4 -> xnor2_4 -> ha_4 -> nor2b_4 -> buf_12 -> o311ai_4 -> buf_4 -> or3_4 -> nand2_4 -> o21a_4 -> xor2_1 -> ha_2 -> nand2b_4 -> a211o_1 -> o31ai_4 -> xor3_1 -> buf_2;
grt_pass1_wl;5200;µm
setup-tns-final;-1850;ps
avgRoutedWirePerCell;11.9;µm
antenna_found_initial;0;
cap_violations;0;
-- cells by family after synthesis --
logic type / share of synthesized area, %
AOI/OAI and AO/OA: 38.2
xor gates and xnor gates: 8.10
adders and majority gates: 13.3
buffers and inverters: 7.26
muxes: 9.31
and+or+nand+nor: 23.8
-- power groups by stage --
| stage | combinational, µW | sequential [µW] | clock [µW] |
|---|---|---|---|
| 4_1_cts | 433 | 0 | 0 |
| 5_1_grt | 481 | 0 | 0 |
| 6_report | 438 | 0 | 0 |
-- cell type report --
cell class,count,area [µm²]
repair buffers,75,602
multi-input cells,121,1200
fillers,283,1510
inverters,10,45.0
well taps,46,57.6
-- placed cells by master (no fill, tap or decap), types with 2 or more instances in the layout --
master           instances
and2_4                   2
buf_2                    7
a21o_1                   2
nand4_1                  3
a221oi_2                 2
mux2_4                   2
o21ai_0                  7
dlygate4sd2_1            2
mux2i_1                  4
xnor2_1                  2
a21oi_1                  7
ha_1                     3
nand2b_1                 2
nand2b_4                 2
nand3_1                  3
inv_1                    7
ha_2                     4
o21bai_1                 2
buf_6                    7
buf_4                   54
and2_1                   3
nand2_1                  6
o21ai_1                  2
clkdlybuf4s50_1          3
a2bb2oi_1                2
o311a_1                  2
ha_4                     4
a31oi_1                  2
or3_4                    2
o311ai_0                 2
a21oi_2                  2
nor2b_4                  2
nor2_1                  11
-- repair_timing --
item,in CTS,in global routing
setup buffers,13,3
pin swaps,23,7
gates resized,58,3
endpoints found under the setup margin,7,7
-- per-layer routing --
layer	GRT usage, %	vias to the layer above
li1	-	662
met1	12.4	598
met2	15.8	33
met3	0.795	4
met4	1.23	0
met5	0	-
-- stage by stage --
stage	std cells	setup slack, ps	hold WS [ps]
floorplan	136	-1010	2190
global placement	239	-1620	2120
detailed placement	239	-1690	2120
CTS	251	-653	2120
global route	252	-850	2120
finish	252	-645	2120
-- worst max path at each step --
stage / endpoint / slack, ps / cells after the start
CTS: tens[1] / -650 / 24
global route: tens[1] / -850 / 23
finish: tens[1] / -640 / 24
-- cell usage after synthesis (4+ instances only) --
library cell,n,area [µm²]
nor2_1,11,41.3
o21ai_0,8,40.0
ha_1,11,138
nand2b_1,4,25.0
nand2_1,6,22.5
mux2i_1,4,40.0
a21oi_1,10,50.1
inv_1,10,37.5
and2_1,5,31.3
Power is estimated from default activity; no workload was simulated.
